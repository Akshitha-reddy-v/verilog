`design/flow/design.v`:
```
module triple_counter(input clk,rst,
					  output reg [1:0] count
					  );
	reg [3:0] state;
	always@(posedge clk) begin
		if(rst) 
			state <= 4'd0;
		else begin
			case(state)
				4'd0: state  <= 4'd4;
				4'd4: state  <= 4'd8;
				4'd8: state  <= 4'd1;
				4'd1: state  <= 4'd5;
				4'd5: state  <= 4'd9;
				4'd9: state  <= 4'd2;
				4'd2: state  <= 4'd6;
				4'd6: state  <= 4'd10;
				4'd10: state <= 4'd3;
				4'd3: state  <= 4'd7;
				4'd7: state  <= 4'd11;
				4'd11: state <= 4'd0;
				default: state <= 4'd0;
			endcase
		end
	end
	always@(*) begin
		count = state[1:0];
	end
endmodule
```
`design/flow/run.sh`:
```
#!/bin/bash
# OpenROAD 26Q1-2900-gdf79404cd8, Yosys 0.63+post, stock flow scripts
make -C /OpenROAD-flow-scripts/flow DESIGN_CONFIG=/design/flow/config.mk WORK_HOME=/design/flow/orfs finish
```
`design/flow/constraint.sdc`:
```
current_design triple_counter

set clk_period 1.0
set clk_io_pct 0.2

create_clock -name clk0 -period $clk_period [get_ports {clk}]

set non_clock_inputs [all_inputs -no_clocks]
set_input_delay [expr $clk_period * $clk_io_pct] -clock clk0 $non_clock_inputs
set_output_delay [expr $clk_period * $clk_io_pct] -clock clk0 [all_outputs]
```
`design/flow/config.mk`:
```
export PLATFORM = sky130hd
export DESIGN_NAME = triple_counter
export DESIGN_NICKNAME = triple_counter
export VERILOG_FILES = /design/flow/design.v
export SDC_FILE = /design/flow/constraint.sdc
export NUM_CORES = 4
export LEC_CHECK = 1
export CORE_AREA = 10 10 70 70
export DIE_AREA = 0 0 80 80
```
==> datasheet_impl.txt <==
Characteristics after synthesis and place and route

Parameter                              Value

Run status
  Outcome    finished clean

Power
  Leakage    0.103 nW
  Worst vdd rail ir drop    0.000293 V
  Tot Pwr    411 uW
  Power per unit of standard cell area    1390 nW/um^2

Floorplan
  Vertical die dimension    80 um
  Number of placed I/O pins    4
  Chip area    6400 um^2
  CORE AREA    3420 um^2
  Row Count    21
  Effective utilization at floorplan    4.76%
  Die span in x    80 um

Critical path
  R2R cell count    3
  Data arrival time at the worst-slack endpoint    1.13 ns
  Largest fanout on the critical path    2
  Reg2reg start    state[0]$_SDFFE_PP0P_
  Crit Path Class    reg -> reg
  Worst R2R End    state[0]$_SDFFE_PP0P_
  Worst Setup End Kind    flop
  Crit path launch type    flop
  Data required, critical path    1.16 ns
  Worst reg-to-reg setup slack    0.03 ns

Synth
  Cell type with the highest aggregate area in the netlist    sky130_fd_sc_hd__dfxtp_1
  Syn_area_per_cell    10.8 um^2
  Synth Warn #    1
  Number of distinct library cells after synthesis    11
  Post-synthesis cell count from yosys    15
  Post-synthesis instance area    163 um^2
  Sequential-to-total area share from yosys stat    49.2%
  Chip area in the Yosys report    163 um^2
  Synthesis-stage register bit count    4
  Synth top area share    49.2%
  Leading cell types by total area after synthesis    sky130_fd_sc_hd__dfxtp_1 49%, sky130_fd_sc_hd__buf_4 9.2%, sky130_fd_sc_hd__nand4bb_1 6.9%, sky130_fd_sc_hd__a21oi_2 5.4%, sky130_fd_sc_hd__o2bb2ai_1 5.4%
  Synthesized instance count    15

Clocking
  Number of buffers on the longest clock path    2
  Total number of H-tree levels    1
  Number of sinks driven by the clock tree    4
  Latest clock arrival within the worst-skew pair    0.23 ns
  Post-cts hold buffer count    0
  Clock edge transition at the registers on the reported setup and hold paths    0.04 ns
  CTS buffer count    3
  Clock tree from TritonCTS    yes
  Clock root buffer master    sky130_fd_sc_hd__clkbuf_4

STA
  Final Hold Fails    0
  Slew @ Worst Pin    0.180 ns
  RSZ-0062 raised after global routing    false
  Fin crit period    0.965 ns
  Worst-case setup margin in the final layout    0.0347 ns
  Timing-limited maximum frequency    1.04 GHz
  Fraction of the cycle the final worst path needs    96.5%
  Worst slew margin relative to its limit    88.0%
  Layout Skew    0.00396 ns
  Final setup violation count    0
  Count of pins over their slew limit    0

Place
  Port Buffers    3
  Dpl cells    65
  Gp weighted congestion    0.678
  Pre-CTS setup slack    -0.0592 ns

GRT
  Antenna violations before repair    0
  GRT overflow    0
  Pin count of the biggest net entering global routing    6
  Global-route usage over all layers    1.37%
  First-pass GRT wire length    593 um
  Vias in the first global route    141

Routing
  Total Wirelength    329 um
  Vias per cell    1.91
  Number of remaining DRC errors    0
  Remaining antenna violation count after routing    0
  Vias post-DR    134
  Number of design-rule violations left by the first detailed-router iteration    0
  Count of antenna diodes in the layout    0
  Routed length per placed instance    4.70 um
  Length of the first detailed-routing pass in iterations    1

Finish
  Flip-flop count of the largest register, all copies and words added    4
  Top flop regs    state: 4 flops
  Area growth syn-to-layout    82.3%
  Register bank with the most flops    state
  Most used logic cell in the final layout    sky130_fd_sc_hd__buf_4
  Share of the core filled with cells in the final layout    8.68%
  Layout cell share with drive strength beyond 1    45.8%
  Count of non-filler cells in the finished layout    70
  Top logic cells by instance count in the layout    5 x sky130_fd_sc_hd__buf_4, 3 x sky130_fd_sc_hd__clkbuf_4, 2 x sky130_fd_sc_hd__dfxtp_2, 2 x sky130_fd_sc_hd__dfxtp_1

Hold path
  Worst-case hold path end point    state[2]$_SDFF_PP0_
  Worst Hold Path Cells    1
  Worst min-delay path category    reg -> reg
  Worst min-delay path startpoint    state[2]$_SDFF_PP0_

Flow run
  Max cap viols    0
  OpenROAD warning count    25
==> layer usage <==
layer / global-route usage, % / part of all wire, % / vias up
met5: 0 / 0 / -
met2: 1.12 / 27 / 7
li1: - / - / 70
met1: 1.33 / 43 / 57
met4: 0.352 / 0 / 0
met3: 2.61 / 29 / 0
==> critical path, stage by stage (launching register included) <==
cell	delay, ns
sky130_fd_sc_hd__dfxtp_2	0.31
sky130_fd_sc_hd__buf_4	0.12
sky130_fd_sc_hd__or3b_1	0.36
sky130_fd_sc_hd__a21oi_2	0.11
==> final cells by class <==
cell class,instances,area (um^2)
Tap cell,46,57.6
Timing Repair Buffer,8,66.3
Clock buffer,3,22.5
Fill cell,401,3120
Sequential cell,4,82.6
Multi-Input combinational cell,9,67.6
==> worst max path at each step <==
| stage | startpoint | end | slack, ns | cells after the start |
|---|---|---|---|---|
| finish | state[0]$_SDFFE_PP0P_ | state[0]$_SDFFE_PP0P_ | 0.03 | 3 |
| global route | state[0]$_SDFFE_PP0P_ | state[0]$_SDFFE_PP0P_ | 0.004 | 3 |
| CTS | state[0]$_SDFFE_PP0P_ | state[0]$_SDFFE_PP0P_ | 0.01 | 3 |
==> through the flow <==
stage | cell area, um^2 | hold slack [ns] | TNS, ns
floorplan | 163 | 0.262 | 0
global placement | 258 | 0.456 | -0.0719
detailed placement | 258 | 0.463 | -0.0964
CTS | 295 | 0.467 | 0
global route | 297 | 0.496 | 0
finish | 297 | 0.476 | 0
==> cells in the mapped netlist, drive strengths merged <==
master / number
dfxtp: 4
nand4bb: 1
nor3: 1
nor2b: 1
o21ai: 1
o2bb2ai: 1
buf: 2
or3b: 1
a21oi: 1
nand2b: 1
nor3b: 1
==> cells by family (layout without fill, tap and decap cells) <==
| logic type | count (synthesis) | after routing | synth area share (%) |
|---|---|---|---|
| AND-OR/OR-AND | 3 | 3 | 13.8 |
| flip-flops | 4 | 4 | 49.2 |
| buffers and inverters | 2 | 11 | 9.23 |
| AND/OR/NAND/NOR | 6 | 6 | 27.7 |
==> power breakdown <==
part / switching (mW) / total (mW) / internal (mW)
combinational: 0.0144 / 0.0419 / 0.0275
clock: 0.0586 / 0.192 / 0.134
sequential: 0.00591 / 0.177 / 0.171
total: 0.0789 / 0.411 / 0.332
==> repair_timing <==
action | 4_1_cts | 5_1_grt
endpoints found under the hold margin | 0 | 0
pin swaps | 1 | 1
gates resized | 4 | 2
setup endpoints to repair | 2 | 3
buffers inserted | 2 | 0
Power and IR drop assume default switching activity.
